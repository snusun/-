==> ./design.v <==
`timescale 1ns/1ps
module cpu	 
(
	input	clk,
	input	areset,
	output	[7:0] imem_addr,	 
	input	[7:0] imem_data,	 
	output	[7:0] tb_data		 
);
	wire dmem_write;
	wire [7:0] dmem_addr, dmem_write_data, dmem_read_data;
	wire Jump, ALUSrc, RegDst, MemtoReg, RegWrite;
	wire [7:0] MUXtoPC, PC_out, Sign_out;
	wire [7:0] MUXtoAdder, AddertoMUX;
	wire [7:0] RFtoALU, MUXtoALU; 
	wire [7:0] MUXtoRF;
	wire [1:0] MUX2toRF, MUX3toRF, ALUOp;
	memory dmem(	.clk(clk), .areset(areset),
			.write(dmem_write), .addr(dmem_addr),
			.write_data(dmem_write_data), .read_data(dmem_read_data));
	assign tb_data = dmem_read_data;
	ProgramCounter PC(.CLK(clk), .in(MUXtoPC), .out(PC_out));
	RegisterFile RF(.CLK(clk), .ReadReg1(imem_data[3:2]), .ReadReg2(MUX2toRF), .Write_enable(RegWrite),
			.WriteReg(MUX3toRF), .WriteData(MUXtoRF), .areset(areset), .ReadData1(RFtoALU), .ReadData2(dmem_write_data));
	ControlLogic CL(.Mode(imem_data[7:6]), .OpCode(imem_data[5:4]), .Jump(Jump), .ALUSrc(ALUSrc), 
			.ALUOp(ALUOp), .MemWrite(dmem_write), .RegDst(RegDst), .MemtoReg(MemtoReg), .RegWrite(RegWrite));
	SignExtensionUnit SEU(.in(imem_data[5:0]), .Jump(Jump), .out(Sign_out));
	ALU alu(.opcode(ALUOp), .ain(RFtoALU), .bin(MUXtoALU), .result(dmem_addr));
	EightBitMUX mux1(.control(areset), .in0(AddertoMUX), .in1(8'h00), .out(MUXtoPC));
	TwoBitMUX mux2(.control(dmem_write), .in0(imem_data[1:0]), .in1(imem_data[5:4]), .out(MUX2toRF));
	TwoBitMUX mux3(.control(RegDst), .in0(imem_data[5:4]), .in1(imem_data[3:2]), .out(MUX3toRF));
	EightBitMUX mux4(.control(MemtoReg), .in0(dmem_addr), .in1(dmem_read_data), .out(MUXtoRF));
	EightBitMUX mux5(.control(ALUSrc), .in0(Sign_out), .in1(dmem_write_data), .out(MUXtoALU));
	EightBitMUX mux6(.control(Jump), .in0(8'h01), .in1(Sign_out), .out(MUXtoAdder));
	EightBitAdder adder(.a(PC_out), .b(MUXtoAdder), .s(AddertoMUX));
	assign imem_addr = PC_out;
endmodule
module ProgramCounter
(
	 input CLK,
    input [7:0] in,
    output reg [7:0] out
);
		always@(posedge CLK) 
			begin
				out <= in;          
			end
endmodule
module RegisterFile
(
	input CLK,
	input [1:0] ReadReg1,
	input [1:0] ReadReg2,
	input Write_enable,
	input [1:0] WriteReg,
	input [7:0] WriteData, 
	input areset,
	output [7:0] ReadData1,
	output [7:0] ReadData2
);
	reg [7:0] registers [3:0];
	initial 
		begin
			registers[0] <= 8'b00000000;
			registers[1] <= 8'b00000000;
			registers[2] <= 8'b00000000;
			registers[3] <= 8'b00000000;		
		end
	assign ReadData1 = registers[ReadReg1];
	assign ReadData2 = registers[ReadReg2];
	always@(posedge areset or posedge CLK) 
		begin
		if(areset==1'b1) 
			begin
				registers[0] = 8'b00000000;
				registers[1] = 8'b00000000;	
				registers[2] = 8'b00000000;
				registers[3] = 8'b00000000;			
			end
		else if(Write_enable==1'b1) 
			begin 
				registers[WriteReg] = WriteData;
			end
		end
endmodule
module ControlLogic
(
	input [1:0] Mode,
	input [1:0] OpCode,
	output reg Jump,
	output reg ALUSrc,
	output reg [1:0] ALUOp,
	output reg MemWrite,
	output reg RegDst,
	output reg MemtoReg,
	output reg RegWrite
);
	initial 
		begin
			{Jump, ALUSrc, ALUOp, MemWrite, RegDst, MemtoReg, RegWrite} = 8'b00000000;
		end
	always@(Mode or OpCode)
		begin
			case({Mode, OpCode})
				4'b1101:  
					begin
						Jump <= 1'b0;
						ALUSrc <= 1'b0; 
						ALUOp <= 2'b11;
						MemWrite <= 1'b0;
						RegDst <= 1'b1;
						MemtoReg <= 1'b0;
						RegWrite <= 1'b1;
					end
				4'b1110:  
					begin
						Jump <= 1'b0;
					   ALUSrc <= 1'b0; 
						ALUOp <= 2'b10;
						MemWrite <= 1'b0;
						RegDst <= 1'b1;
						MemtoReg <= 1'b0;
						RegWrite <= 1'b1;
					end
				4'b01xx:  
					begin
						Jump <= 1'b0;
						ALUSrc <= 1'b1; 
						ALUOp <= 2'b01;
						MemWrite <= 1'b0;
						RegDst <= 1'b0;
						MemtoReg <= 1'b1;
						RegWrite <= 1'b1;
					end
				4'b10xx:  
					begin
						Jump <= 1'b0;
						ALUSrc <= 1'b1; 
						ALUOp <= 2'b01;
						MemWrite <= 1'b1;
						RegDst <= 1'b1;
						MemtoReg <= 1'b1;
						RegWrite <= 1'b0;
					end
           4'b00xx:  
					begin
						Jump <= 1'b1;
						ALUSrc <= 1'b0;
						ALUOp <= 2'b00;
						MemWrite <= 1'b0;
						RegDst <= 1'b0;
						MemtoReg <= 1'b0;
						RegWrite <= 1'b0;
					end
			endcase
		end
endmodule 
module SignExtensionUnit
(
	input [5:0] in,
	input Jump,
	output reg [7:0] out
);
	always@(*)
		begin
			if(Jump==1'b1)
				begin
					out[5:0] <= in[5:0];
					out[7:6] <= {2{in[5]}};
			end
			else 
				begin 
					out[1:0] <= in[1:0];
					out[7:2] <= {6{in[1]}};
				end
		end
endmodule
module ALU
(
	input [1:0] opcode,
	input [7:0] ain, bin,
	output [7:0] result
);
	wire b_l;
	assign b_l = ~(bin) + 1;
	assign result = (opcode==2'b01) ? (ain+bin) :
									(opcode==2'b10) ? (ain-bin) :
									(bin[7]==1) ? (ain - (b_l)) :
																				(ain+bin);
endmodule 
module TwoBitMUX
(		
	input control,
	input [1:0] in0,
	input [1:0] in1,
	output reg [1:0] out 
);
		always@(control or in0 or in1) 
			begin
				if(control==0)
					begin 
						out <= in0;
					end
				else 
					begin
						out <= in1;
					end
			end
endmodule
module EightBitMUX
(		
	input control,
	input [7:0] in0,
	input [7:0] in1,
	output reg [7:0] out 
);
		always@(control or in0 or in1) 
			begin
				if(control==0)
					begin 
						out <= in0;
					end
				else 
					begin
						out <= in1;
					end
			end
endmodule
module EightBitAdder
(
	input [7:0]a,b,
	output [7:0]s
);
	assign s = a+b;
endmodule 
==> ./run.sh <==
#!/bin/bash
# OpenROAD 26Q1-2900-gdf79404cd8, Yosys 0.63+post, stock flow scripts
make -C /OpenROAD-flow-scripts/flow DESIGN_CONFIG=/design/flow/config.mk WORK_HOME=/design/flow/orfs finish
==> ./config.mk <==
export PLATFORM = sky130hd
export DESIGN_NAME = RegisterFile
export DESIGN_NICKNAME = RegisterFile
export VERILOG_FILES = /design/flow/design.v
export SDC_FILE = /design/flow/constraint.sdc
export NUM_CORES = 4
export LEC_CHECK = 1
export CORE_UTILIZATION = 40
==> ./constraint.sdc <==
current_design RegisterFile

set clk_period 1.2
set clk_io_pct 0.2

create_clock -name clk0 -period $clk_period [get_ports {CLK}]

set non_clock_inputs [all_inputs -no_clocks]
set_input_delay [expr $clk_period * $clk_io_pct] -clock clk0 $non_clock_inputs
set_output_delay [expr $clk_period * $clk_io_pct] -clock clk0 [all_outputs]
==> impl_report.txt <==
FLOW METRICS REPORT
----------------------------------------------------
[Outcome]
  Run status ........................ finished with violations
  Violations in the final reports ........................ negative setup slack

[Route]
  Detailed-route DRC error count ........................ 0
  Antenna cell count ........................ 0
  Number of nets with antenna violations after detailed routing ........................ 0
  Vias after detailed routing ........................ 1070
  Violation count after the first detailed-route iteration ........................ 43
  Iteration count of the initial detailed-routing pass ........................ 3
  Vias per cell ........................ 5.35
  Sum of routed wire length over all layers ........................ 3500 um
  Detailed-route wire length per cell ........................ 17.5 um

[Logic synthesis]
  Cell count listed in synth_stat.txt ........................ 89
  Commonest cells post-synth ........................ 32 x sky130_fd_sc_hd__dfrtp_1, 32 x sky130_fd_sc_hd__mux2_2, 16 x sky130_fd_sc_hd__mux4_2, 4 x sky130_fd_sc_hd__buf_2, 2 x sky130_fd_sc_hd__nand3b_2
  YS warnings ........................ 2
  Gate count of the mapped netlist ........................ 89
  Count of flip-flops with a built-in enable after synthesis ........................ 0
  Yosys-reported design area after synthesis ........................ 1600 sq um
  Async SR Flop Fraction ........................ 100%
  Seq share, synth ........................ 50.2%
  Share of Yosys cell area claimed by the top area cell type ........................ 50.2%
  Post-synth top area cell ........................ sky130_fd_sc_hd__dfrtp_1
  Flip-flop cell with the highest count after synthesis ........................ sky130_fd_sc_hd__dfrtp_1
  Number of register bits inferred by synthesis ........................ 32
  Top area cell types ........................ sky130_fd_sc_hd__dfrtp_1 50%, sky130_fd_sc_hd__mux2_2 23%, sky130_fd_sc_hd__mux4_2 23%
  Count of cell types in the netlist ........................ 8
  Combined area of all synthesized cells ........................ 1600 sq um
  Post-Synthesis Mean Instance Area ........................ 17.9 sq um

[Die]
  Cell Rows ........................ 22
  Total core area ........................ 3740 sq um
  Starting density of the core ........................ 42.6%
  Vertical die dimension ........................ 65.2 um
  Total die size ........................ 4250 sq um
  Width of the die ........................ 65.2 um
  Number of placed I/O pins ........................ 33

[STA]
  Unrepaired setup endpoints after global routing ........................ yes
  Peak clock frequency supported by timing ........................ 626 MHz
  Maximum clock skew at final layout ........................ 0 ps
  Number of slew-limit violations in the final report ........................ 0
  Time the worst path needs with I/O delays and setup ........................ 1600 ps
  Worst-case hold slack ........................ 279 ps
  Final WS setup ........................ -397 ps
  Total negative slack for setup checks ........................ -5070 ps
  Post-layout period usage ........................ 133%
  Least-Margin Pin Slew ........................ 264 ps
  Number of endpoints failing setup at the final stage ........................ 16
  Final tally of hold violations ........................ 0
  Rel. slew slack ........................ 82.4%

[Placement]
  Final weighted congestion in routability-driven placement ........................ 0.787
  Final HPWL DP ........................ 2470 um
  Number of port buffers ........................ 32
  Cell total after placement ........................ 182

[Setup path]
  Crit. End Element ........................ output port
  Number of buffers and inverters on the critical path ........................ 2
  Family with the most delay on the worst path ........................ multiplexers
  RR Startpoint ........................ registers[3][4]
  Worst Path Max Fanout ........................ 2
  Required arrival time at the worst endpoint ........................ 960 ps
  Master of the slowest instance on the critical path ........................ sky130_fd_sc_hd__mux4_2
  Flop2flop setup slack ........................ 230 ps
  Delay of the slowest critical-path stage ........................ 450 ps
  Cell chain of the critical path ........................ buf_6 -> mux4_2 -> buf_2
  Worst path arrival time ........................ 1360 ps
  FF-to-FF End ........................ registers[3][4]
  Worst r2r path cells ........................ 3
  Worst Path Class, Setup ........................ reg -> out
  Category of the worst setup path launch point ........................ flop

[Global route]
  Pin count of the biggest net entering global routing ........................ 21
  Via count of the first global-routing pass ........................ 1136
  Number of antenna violations at the first check in global routing ........................ 0
  Remaining global-route overflow ........................ 0
  Overall fraction of global-route tracks in use ........................ 20.1%
  Wire length of the first global-routing pass ........................ 5730 um

[Hold path]
  Worst Hold Class ........................ in -> async

[Clock network]
  Clock tree buffer depth ........................ 2
  CTS clock-pin slew for the worst setup and hold paths ........................ 70 ps
  Total number of clock tree sinks ........................ 32
  Number of H-tree levels ........................ 2
  Worst-Skew Late Latency ........................ 280 ps
  Clock root buffer ........................ sky130_fd_sc_hd__clkbuf_8
  TritonCTS Buffers ........................ 5
  CTS tree ........................ done

[Pwr]
  Pwr dens ........................ 1400 nW/um^2
  Worst vdd ir ........................ 0.632 mV
  Overall power consumption ........................ 3.14 mW
  P_leak ........................ 0.988 nW

[Run]
  OpenROAD warning count ........................ 27
  Number of maximum-capacitance constraint violations ........................ 0

[Cells and area]
  Fillcell total ........................ 310
  Area Growth Syn to Fin ........................ 40.8%
  Max FFs per register ........................ 32
  Registers with the highest flip-flop counts ........................ registers: 32 flops
  Final Non-Filler Cells ........................ 200
  Top reg by flops ........................ registers
  Share of post-route cells with drive strength above 1 ........................ 67.8%

----------------------------------------------------
[cell type report]
| class | count | area (sq um) | area share, % |
|---|---|---|---|
| Sequential cell | 32 | 801 | 35.6 |
| Multi-Input combinational cell | 52 | 772 | 34.3 |
| Timing Repair Buffer | 60 | 515 | 22.9 |
| Clock buffer | 7 | 96.3 | 4.28 |
| Tap cell | 48 | 60.1 | 2.67 |
| Inverter | 1 | 3.75 | 0.167 |
[routing by layer]
| layer | share of wire, % | vias to the layer above | GRT usage (%) | wire length [um] |
|---|---|---|---|---|
| met5 | 0 | - | 0 | 0 |
| li1 | - | 479 | - | - |
| met1 | 48 | 544 | 34.1 | 1690 |
| met3 | 7.5 | 6 | 8.45 | 264 |
| met2 | 43 | 41 | 27.2 | 1500 |
| met4 | 1.3 | 0 | 1.90 | 44 |
[worst max-delay path by stage]
stage                   start      endpoint  slack (ps)  cells past startpoint
CTS           registers[3][4]  ReadData2[4]        -410                      3
global route  registers[3][1]  ReadData2[1]        -450                      3
finish        registers[3][7]  ReadData2[7]        -400                      3
[per-stage QoR]
stage	utilization (%)	cell area (sq um)	setup WS, ps
6_report	60.1	2250	-397
5_1_grt	60.1	2250	-453
4_1_cts	59.8	2240	-411
3_5_place_dp	56.7	2120	-883
3_3_place_gp	56.7	2120	-871
2_1_floorplan	-	1600	13.8
[cells in the final DEF, fill, tap and decap left out, drive strengths merged]
cell type,instances
buf,44
clkbuf,7
nor3b,1
clkdlybuf4s15,2
nand3,1
clkdlybuf4s50,9
dlygate4sd2,5
mux2,32
dfrtp,32
nand3b,2
mux4,16
inv,1
[cell families after synthesis]
kind of cell / count (synthesis) / synth area share (%)
mux: 48 / 45.1
simple gates: 4 / 3.21
buf+inv: 5 / 1.49
flops: 32 / 50.2
[power by group]
part | internal (mW) | switching [mW] | total [mW] | leakage, nW
Sequential | 1.29 | 0.130 | 1.42 | 0.379
Clock | 0.510 | 0.382 | 0.892 | 0.0503
Combinational | 0.610 | 0.223 | 0.833 | 0.559
[what timing repair did]
item,CTS,global route
setup endpoints to repair,48,16
buffers inserted,10,1
hold buffers,0,0
gates resized,65,1
gates cloned,0,0
[tightest hold or removal path: stages]
cell	delay, ps
sky130_fd_sc_hd__clkdlybuf4s50_1	400
sky130_fd_sc_hd__inv_1	70
sky130_fd_sc_hd__buf_4	200
Power figures rest on the tool's default switching activity, not on a simulated workload.
